==> flow/design.v <==
module RegisterFile #(  
						parameter ADDR_W = 5,
						parameter XLEN = 32
					)
					(
						input logic clk,
						input logic we3,
						input logic [ADDR_W-1:0] ra1, ra2, wa3,
						input logic [XLEN-1:0] wd3,
						output logic [XLEN-1:0] rd1, rd2,
						input logic[ADDR_W-1:0] debug_ra,
						output logic[XLEN-1:0] debug_rd
					);
	logic [XLEN-1:0] rf[2**ADDR_W:0];
	always_ff @(posedge clk) begin
		if(we3) begin
			rf[wa3] <= wd3;
		end
	end
	assign rd1 = (ra1 != 0) ? rf[ra1] : 0;
	assign rd2 = (ra2 != 0) ? rf[ra2] : 0;
	assign debug_rd = rf[debug_ra];
endmodule
module RiscVControl(input logic[31:0] instruct,
								 output logic[2:0] instruct_type,  
							    output logic dmem_write_en,
								 output logic[1:0] dmem_read_size,  
								 output logic[1:0] dmem_write_size,  
								 output logic rf_we3,
								 output logic[2:0] alu_control,
								 output logic[1:0] signal_to_write,
								 output logic alu_op2_src,
								 output logic alu_op1_src);
	always_comb begin
		dmem_write_en = 0;
		instruct_type = 3'h0;
		dmem_read_size = 2'h0;
		dmem_write_size = 2'h0;
		rf_we3 = 0;
		alu_control = 0;
		signal_to_write = 0;
		alu_op2_src = 0;  
		alu_op1_src = 0;  
		case(instruct[6:0])  
			7'b0010111: begin  
				instruct_type = 3'h4;  
				rf_we3 = 1;
				alu_control = 3'b010;
				alu_op2_src = 1;  
				signal_to_write = 0;  
			end
			7'b1101111: begin  
				instruct_type = 3'h5;  
				rf_we3 = 1;
				alu_control = 3'b010;
				alu_op2_src = 1;  
				signal_to_write = 3;  
			end
			7'b1100111: begin  
				instruct_type = 3'h1;  
				rf_we3 = 1;
				alu_control = 3'b010;
				alu_op2_src = 0;  
				signal_to_write = 3;  
			end
			7'b0000011: begin  
				instruct_type = 3'h1;  
				dmem_write_en = 0;
				rf_we3 = 1;
				alu_control = 3'b010;
				alu_op2_src = 0;  
				case(instruct[14:12])
					3'b000: begin  
						dmem_read_size = 2'h0;
						signal_to_write = 2;  
					end
					3'b001: begin  
						dmem_read_size = 2'h1;
						signal_to_write = 2;  
					end
					3'b010: begin  
						dmem_read_size = 2'h2;
						signal_to_write = 1;  
					end
					3'b100: begin  
						dmem_read_size = 2'h0;
						signal_to_write = 1;  
					end
					3'b101: begin  
						dmem_read_size = 2'h1;
						signal_to_write = 1;  
					end
				endcase
			end
			7'b0100011: begin  
				instruct_type = 3'h2;  
				dmem_write_en = 1;
				rf_we3 = 0;
				alu_control = 3'b010;
				alu_op2_src = 0;  
				case(instruct[14:12])
					3'b000: begin  
						dmem_write_size = 2'h0;
					end
					3'b001: begin  
						dmem_write_size = 2'h1;
					end
					3'b010: begin  
						dmem_write_size = 2'h2;
					end
				endcase
			end
			7'b0010011: begin  
				rf_we3 = 1;
				signal_to_write = 0;  
				alu_op2_src = 0;  
				case(instruct[14:12])
					3'b000: begin  
						instruct_type = 3'h1;  
						alu_control = 3'b010;  
					end
				endcase
			end
			7'b0110011: begin
				instruct_type = 3'h0;  
				rf_we3 = 1;
				signal_to_write = 0;  
				alu_op2_src = 0;  
				alu_op1_src = 1;  
				case(instruct[14:12])
					3'b000: begin  
						alu_control = {instruct[30], 2'b10};
					end
				endcase
			end
		endcase
	end			
endmodule
module SignExtend(input logic[31:0] in_word,
						 input logic[2:0] size_loged,
						 output logic[31:0] out_word);
	always_comb begin
		out_word = 'x;
		case(size_loged)
			3'd0: out_word = $signed(in_word[7:0]);
			3'd1: out_word = $signed(in_word[15:0]);
			3'd2: out_word = in_word;
		endcase
	end
endmodule
module InstructionImm(input logic[31:0] instruct,
					input logic[2:0] instruct_type,
					output logic[31:0] imm);  
	always_comb begin
		imm = 32'h0;
		case(instruct_type)
			3'h1: begin  
				imm <= $signed(instruct[31:20]);
			end
			3'h2: begin  
				imm <= $signed({instruct[31:25], instruct[11:7]});
			end
			3'h4: begin  
				imm <= {instruct[31:12], 12'h0000};
			end
			3'h5: begin  
				imm <= $signed({instruct[31], instruct[19:12], instruct[20], instruct[30:25], instruct[24:21], 1'b0});
			end
		endcase
	end
endmodule
module Alu(input logic[31:0] a,b,
			  input logic[2:0] alu_control,
			  output logic[31:0] result,
			  output logic zero);
	logic[31:0] condinvb, sum;
	assign condinvb = alu_control[2]? ~b : b;
	assign sum = a + condinvb + alu_control[2];
	always_comb begin
		case (alu_control[1:0])
			2'b00: result = a & b;
			2'b01: result = a | b;
			2'b10: result = sum;
			2'b11: result = sum[31];
		endcase
	end
endmodule
module SingleCycleRiscV #(parameter START_ADDR = 32'h80000000)
                   (input logic clk, reset,
							output logic[31:0] imem_addr,
							input logic[31:0] imem_read_data,
							output logic[31:0] dmem_addr,
							output logic dmem_write_en,
							output logic[1:0] dmem_write_size,
							output logic[31:0] dmem_write_data,
							input logic[31:0] dmem_read_data,
							input logic[4:0] debug_reg_addr,
							output logic[31:0] debug_reg_read);
	logic[31:0] pc;
	logic[31:0] next_pc;
	logic[31:0] instruct;
	assign imem_addr = pc;
	assign instruct = imem_read_data;
	logic rf_we3;
	logic[4:0] rf_ra1, rf_ra2, rf_wa3;
	logic[31:0] rf_rd1, rf_rd2, rf_wd3;
	RegisterFile #(.ADDR_W(5), .XLEN(32)) regfile(clk, rf_we3, rf_ra1, rf_ra2, rf_wa3, rf_wd3, rf_rd1, rf_rd2, debug_reg_addr, debug_reg_read);
	logic[31:0] alu_op1, alu_op2;
	logic[2:0] alu_control;
	logic[31:0] alu_result;
	logic alu_zero;
	Alu alu(alu_op1, alu_op2, alu_control, alu_result, alu_zero);
	logic[31:0] imm;
	logic[2:0] instruct_type;
	InstructionImm inst_imm(instruct, instruct_type, imm);
	logic[1:0] dmem_read_size;  
	logic[31:0] sign_extended_dmem_read_data;  
	SignExtend se_dmem_read(dmem_read_data, dmem_read_size, sign_extended_dmem_read_data);
	logic[1:0] signal_to_write;
	logic alu_op1_src;
	logic alu_op2_src;
	assign rf_ra1 = instruct[19:15];
	assign alu_op1 = (alu_op1_src == 0) ? imm : rf_rd2;
	assign alu_op2 = (alu_op2_src == 0) ? rf_rd1 : pc;
	assign dmem_addr = alu_result;
	assign rf_wa3 = instruct[11:7];
	logic[31:0] following_pc;
	assign following_pc = pc + 32'h4;
	assign rf_wd3 = (signal_to_write == 2'd0) ? alu_result :
						 (signal_to_write == 2'd1) ? dmem_read_data :
						 (signal_to_write == 2'd2) ? sign_extended_dmem_read_data :
						 (signal_to_write == 2'd3) ? following_pc : 0;
	assign rf_ra2 = instruct[24:20];
	assign dmem_write_data = rf_rd2;
	assign next_pc = (signal_to_write == 2'd3) ? alu_result : following_pc;
	RiscVControl control(instruct,
						 instruct_type, dmem_write_en, dmem_read_size, dmem_write_size, rf_we3, alu_control, signal_to_write, alu_op2_src, alu_op1_src);
	always_ff @(posedge clk) begin
		if(reset) begin
			pc = START_ADDR;
		end else begin
			pc = next_pc;
		end
	end
endmodule
==> flow/run.sh <==
#!/bin/bash
# OpenROAD 26Q1-2900-gdf79404cd8, Yosys 0.63+post, stock flow scripts
make -C /OpenROAD-flow-scripts/flow DESIGN_CONFIG=/design/flow/config.mk WORK_HOME=/design/flow/orfs finish
==> flow/config.mk <==
export PLATFORM = sky130hd
export DESIGN_NAME = SingleCycleRiscV
export DESIGN_NICKNAME = SingleCycleRiscV
export VERILOG_FILES = /design/flow/design.v
export SDC_FILE = /design/flow/constraint.sdc
export NUM_CORES = 4
export LEC_CHECK = 1
export CORE_UTILIZATION = 30
==> flow/constraint.sdc <==
current_design SingleCycleRiscV

set clk_period 20.1
set clk_io_pct 0.2

create_clock -name clk0 -period $clk_period [get_ports {clk}]

set non_clock_inputs [all_inputs -no_clocks]
set_input_delay [expr $clk_period * $clk_io_pct] -clock clk0 $non_clock_inputs
set_output_delay [expr $clk_period * $clk_io_pct] -clock clk0 [all_outputs]
==> flow_summary.yaml <==
# synthesis and place-and-route metrics
logic_synthesis:
  ys_top_cells_by_area: "edfxtp_1 51%, mux4_2 32%, mux2i_1 2.1%, nor2_1 1.2%, clkbuf_1 1.1%"
  top_cells_by_count: "1024 x edfxtp_1, 871 x mux4_2, 197 x nor2_1, 183 x clkbuf_1, 182 x nand2_1"
  largest_type_area_fraction_pct: 50.71
  synth.distinct_cells: 74
  ys_sh_simple_pct: 3.945
  edf_count: 1024
  postSynth.topFlopCell: "edfxtp_1"
  number_of_instances_in_the_synthesized_netlist: 3513
  library_cell_with_the_largest_summed_area_after_synthesis: "edfxtp_1"
  yosys.area_share.xor_xnor_pct: 1.271
  synth-compound-area-share_pct: 4.927
  synth.cellmix.adderShare_pct: 0.7139
  most_instantiated_library_cell_after_synthesis: "edfxtp_1"
  synth.avg_cell_area_um2: 17.26
  mux_area_share_pct: 35.11
  yosys_area_um2: 60640
  synthTopLogicFamily: "multiplexers"
  synth_stat.cells: 3513
  flops_after_synth: 1056
  synthArstFlopShare_pct: 0
  synth_warnings: 7
  yosysSeqAreaShare_pct: 51.77
  cell_area_after_synthesis_um2: 60640
placement:
  placedInstanceArea_um2: 66500
  placed_cells: 6246
  hpwl_um: 134900
  portBuffers: 201
  gp_congestion: 0.9556
  preCtsSetupSlack_ps: 4276
final_layout:
  syn2layout_area_growth_pct: 15.25
  layout-drive-gt1-share_pct: 35.27
  layout.filler_cells: 18670
  finalNonFillerCells: 6442
  logic_area_um2: 28240
  regArea_um2: 31390
  postLayoutCellArea_um2: 69880
  final_util_pct: 34.89
global_route:
  grt_pass1_wl_um: 307500
  antenna_found_initial: 6
  grt_max_degree: 99
  grt_overflow_total: 0
  gr-usage-all-layers_pct: 22.88
  via_count_of_the_first_global_routing_pass: 41630
clock_tree:
  cts_inserted_buffers: 105
  post_cts_hold_buffer_count: 0
  clock_latency_ps: 770
  cts.clk_slew.worst_paths_ps: 60
  tritoncts: "done"
  cts.repair_timing.setup_buffer_count: 0
  postCtsResizedCells: 0
  tritoncts_num_sinks: 1056
  cts.path.max_buffers: 3
  htree_levels: 3
  cts-root-buf: "clkbuf_16"
routing:
  final_routed_drc_violation_total: 0
  route.final.wire_length_um: 218400
  routed-via-count: 38640
  vias_per_cell: 5.998
  drt-pass1-iter-count: 6
  ant_nets: 0
  initialDrtViolationCount: 2669
  post_drt_wl_per_cell_um: 33.90
worst_setup_path:
  critical_path_buffer_and_inverter_count: 7
  worst_ep_required_time_ps: 16080
  worst_path_most_repeated_cell: "buf_4"
  worst-path-max-fanout: 52
  cp.arrival_ps: 11790
  critical_path.startpoint_type: "input port"
  worst-setup-path-type: "in -> out"
  critPathTopFamily: "buffers and inverters"
  cp_cell_sequence: "buf_8, buf_4, buf_4, buf_4, buf_4, mux4_2, mux4_2, mux2i_1, nor2_1, o21ai_0, inv_1, ha_1, and2_1, and3_1, a21oi_2, nand2b_4, mux4_2, nor4_2, nand2_1, clkdlybuf4s50_1"
  critical-path-max-stage-delay_ps: 660
  cp-end-kind: "output port"
  slowest_stage: "buf_4"
floorplan:
  placeableCoreArea_um2: 200300
  fp.dieW_um: 451.6
  ios: 202
  chip_area_um2: 203900
  placement_rows: 164
  floorplan.die.height_um: 451.6
  fp-utilization_pct: 30.28
timing:
  setup_violations: 0
  clock.fmax_ghz: 0.06324
  finalMaxSlewViolations: 0
  worst-slew-pin-transition_ps: 986.6
  tmin_final_ps: 15810
  whs_ps: 549.2
  timing.final.hold_violations: 0
  rsz0062_at_grt: "false"
  setup-tns-final_ps: 0
  fin_clk_skew_ps: 69.99
  setup_slack_ps: 4287
  final.period_utilization_pct: 78.67
  max-slew-margin-rel_pct: 33.99
pwr:
  vdd_ir_drop_max_v: 0.00007222
  totalPowerFinal_mw: 5.033
  static_power_due_to_leakage_nw: 22.30
  powerDensity_nw_per_um2: 72.02
run_status:
  outcome: "completed"
job:
  warnings: 27
  maxCapViolCount: 0
min_path:
  worst_hold_path_type: "reg -> reg"
==> state kept, by name, indices dropped and copies added, names as in the netlist <==
signal and count:
regfile.rf 1024, pc 32
==> report_power, final <==
group / switching, mW / leakage [nW] / total, mW / internal (mW)
registers: 0.00418 / 9.68 / 2.41 / 2.41
logic: 0.364 / 11.0 / 0.656 / 0.292
clock network: 0.884 / 1.63 / 1.97 / 1.08
==> final cells by class <==
class	count	share of cell area, %
clock inverters	65	0.8791
multi-input cells	2120	40.42
diodes	1	0.003581
inverters	35	0.1916
clock buffers	130	3.955
flip-flops and latches	1056	44.92
repair buffers	379	4.881
well taps	2656	4.755
==> cells by family (layout without fill, tap and decap cells) <==
family | after synthesis | in the layout
DFF | 1056 | 1056
muxes | 1034 | 1034
and+or+nand+nor | 536 | 536
AOI/OAI and AO/OA | 428 | 428
buffers and inverters | 337 | 609
xor gates and xnor gates | 88 | 88
adders and majority gates | 34 | 34
other | 0 | 1
==> final timing paths <==
| path | from | endpoint | slack (ps) | depth (start not counted) |
|---|---|---|---|---|
| setup / recovery | imem_read_data[20] | dmem_addr[31] | 4290 | 20 |
| hold / removal | pc[1] | pc[1] | 550 | 2 |
| setup reg to reg | regfile.rf[7][1] | regfile.rf[24][28] | 13700 | 19 |
| hold reg to reg | pc[1] | pc[1] | 550 | 2 |
==> placed cells by master, fill, tap and decap left out, types with 11 or more instances in the layout <==
cell / instances
dfxtp_1: 32
o221ai_1: 32
xor2_1: 24
buf_4: 180
o211ai_1: 18
clkinv_1: 25
nor2_4: 33
a211oi_1: 31
nand3_1: 38
and3_1: 18
mux2_2: 35
ha_1: 33
inv_1: 33
a221oi_1: 23
nor3_1: 19
a21o_1: 20
clkbuf_16: 107
o22ai_1: 29
mux4_2: 871
or2_2: 17
nor2_1: 162
mux2i_1: 128
a21oi_1: 84
a22oi_1: 11
clkdlybuf4s50_1: 186
a221o_1: 11
xnor2_1: 64
o21ai_0: 65
edfxtp_1: 1024
a22o_1: 34
clkinv_2: 18
clkbuf_1: 23
nand2_1: 182
==> worst register-to-register path, delay by kind of cell, from the launching register on <==
family / cells / cell delay [ps]
AND-OR/OR-AND: 10 / 3060
XOR/XNOR: 2 / 580
adder cells (fa/ha/maj): 1 / 400
buffers and inverters: 2 / 440
flip-flops: 1 / 410
multiplexers: 2 / 1000
AND/OR/NAND/NOR: 2 / 280
==> layer usage <==
layer / vias to the layer above / part of all wire [%] / global-route usage, %
li1: 15490 / - / -
met1: 19490 / 30 / 23.51
met2: 3100 / 46 / 33.58
met3: 550 / 19 / 18.98
met4: 18 / 5.3 / 9.232
met5: - / 0.18 / 1.586
No activity file was given, so power comes from the tool's default toggle rates.
